`/design/flow/run.sh`:
```
#!/bin/bash
# OpenROAD 26Q1-2900-gdf79404cd8, Yosys 0.63+post, stock flow scripts
make -C /OpenROAD-flow-scripts/flow DESIGN_CONFIG=/design/flow/config.mk WORK_HOME=/design/flow/orfs finish
```
`/design/flow/config.mk`:
```
export PLATFORM = sky130hd
export DESIGN_NAME = EX
export DESIGN_NICKNAME = EX
export VERILOG_FILES = /design/flow/design.v
export SDC_FILE = /design/flow/constraint.sdc
export NUM_CORES = 4
export LEC_CHECK = 1
export CORE_UTILIZATION = 40
```
`/design/flow/constraint.sdc`:
```
current_design EX

set clk_period 49.3
set clk_io_pct 0.2

create_clock -name clk0 -period $clk_period [get_ports {clk}]

set non_clock_inputs [all_inputs -no_clocks]
set_input_delay [expr $clk_period * $clk_io_pct] -clock clk0 $non_clock_inputs
set_output_delay [expr $clk_period * $clk_io_pct] -clock clk0 [all_outputs]
```
`/design/flow/design.v`:
```
module ALU #(parameter N = 4)(input logic [N-1:0] a, b,
										input logic [1:0] selec_alu,
										output logic [N-1:0] result,
										output logic Neg, Z, C, V);
	logic [N-1:0] result_suma, result_resta, result_multi;			
	logic co_suma, co_resta;
	sumador_nb #(N) sum(a, b,1'b0, result_suma, co_suma);
	restador_nb #(N) rest(a, b,1'b0,result_resta, co_resta);
	multiplicador #(N) mult(a, b, result_multi);
	Mux #(N) m (result_suma, result_resta, result_multi,b,selec_alu,result);
	flag_negativo  fn(result[N-1], selec_alu, Neg);
	flag_carry  fC (co_suma, co_resta, selec_alu, C);
	flag_cero #(N) fz (result, C, Z);
	flag_overflow #(N) fv (a, b, result, selec_alu, V);
endmodule 
 module Mux	#(parameter N = 4)	(input logic[N-1:0] r1, r2, r3,r4,
											input logic[1:0] selec_alu,
											output logic[N-1:0] result);
	always_comb
		case(selec_alu)
			2'b00 : result = r1;
			2'b01 : result = r2;
			2'b10 : result = r3;
			2'b11 : result = r4;
			default : result = 'z;
		endcase
endmodule 
 module divisor_nb #(parameter N = 4)(input logic [N-1:0] a,b,
										output logic [N-1:0] result );
assign result = a / b;
endmodule 
 module flag_carry (input logic  co_suma,co_resta,
							  input logic [1:0] selec_alu,
							  output logic flag );
assign flag = (co_resta & (selec_alu==2'b01)) | (co_suma & (selec_alu==2'b0));
endmodule 
 module flag_cero #(parameter N = 4)(input logic [N-1:0] result,
												 input logic f_carry,
												 output logic flag );
assign flag = (result=='b0) & (f_carry==1'b0);
endmodule 
 module flag_negativo (input logic  co_resta,
							  input logic [1:0] selec_alu,
							  output logic flag );
assign flag = co_resta & (selec_alu==2'b01);
endmodule 
 module flag_overflow #(parameter N = 4)(input logic [N-1:0] a,b, result,
													  input logic [1:0] selec_alu,
														output logic flag );
wire[N-1:0] d;
divisor_nb #(N) div (result,b,d);					
assign flag = (a!=d) & (selec_alu==2'b10);
endmodule 
 module multiplicador #(parameter N = 4)(input logic [N-1:0] a,b,
										output logic [N-1:0] result );
assign result = a * b;
endmodule 
 module negador_1b (input logic a, output logic result );
assign result = ~a;
endmodule 
 module negador_nb #(parameter N = 4)(input logic [N-1:0] a,
										output logic [N-1:0] result );
genvar i;
generate				
	for( i=0;i<N;i++) begin: gen_loop
		negador_1b uut (a[i],result[i]);
	end 		
endgenerate
endmodule 
module restador_nb #(parameter N = 4) (input logic [N-1:0] a, b,
													input logic ci,
												  output logic [N-1:0] rest,
												  output logic co);
wire [N-1:0] b_negado ;
wire ci_negado,co_negado; 
negador_nb #(N) neg (b, b_negado);
negador_1b cn (ci,ci_negado ); 
sumador_nb #(N) resta (a,b_negado,ci_negado,rest,co_negado);	  
negador_1b con (co_negado ,co); 
endmodule 
module sumador_1b  (input logic  a, b, ci,
							output logic sum, co);
assign sum = (a ^ b) ^ ci;										 
assign co = (ci & b) | (a & b) | (ci & a);
endmodule 
module sumador_nb #(parameter N = 4) (input logic [N-1:0] a, b,
													input logic ci,
												  output logic [N-1:0] sum,
												  output logic co);
generate
	if (N==1) begin
	sumador_1b sum1b1 (a[0],b[0],ci,sum[0],co);
	end
	else begin
		genvar i;
		wire c [N-1:1];
		sumador_1b sum1b2 (a[0],b[0],ci,sum[0],c[1]);					
			for( i=1;i<N-1;i++) begin: gen_loop
				sumador_1b sum1b3 (a[i],b[i],c[i],sum[i],c[i+1]);
			end
		sumador_1b sum1b14 (a[N-1],b[N-1],c[N-1],sum[N-1],co);	
	end
endgenerate
endmodule
module EX (input clk, reset,FlagW,branchBoolean,immediateBoolean,regwBoolean,regwBoolean2,
			  input logic [31:0] A,B,
			  input logic [1:0] ALUControl,Cond_select,
			  input logic [3:0] regselector1,regselector2,regselectordest,regselectordest2,
			  input logic [31:0] FinalResult,FinalResult2,
			  output logic PC_select,
			  output logic [31:0] ALUResult,AOUT
);
logic flagN,flagZ,flagC,flagV;
logic [31:0] BOUT;
ForwardingUnit fu(branchBoolean,immediateBoolean,regwBoolean,regwBoolean2,
					regselector1, regselector2, regselectordest,regselectordest2,
					A,B, FinalResult,FinalResult2,
					AOUT, BOUT);
ALU #(32) alucpu (AOUT, BOUT,ALUControl, ALUResult,flagN,flagZ,flagC,flagV);
PC_condition pc_cond(clk, reset,branchBoolean,FlagW , {flagN,flagZ,flagV},Cond_select, PC_select);
endmodule 
module ForwardingUnit ( input	logic branchBoolean,immediateBoolean,regwBoolean,regwBoolean2,
								input logic [3:0] R1, R2, Rdest,Rdest2,
								input logic [31:0] A,B, FinalResult,FinalResult2,
								output logic [31:0] AOUT, BOUT
);
logic [31:0] AOUT1,BOUT1;
Mux2_1 #(32) Amux(A,FinalResult, !branchBoolean & (R1==Rdest) & regwBoolean, AOUT1);
Mux2_1 #(32) Bmux(B,FinalResult, !immediateBoolean & (R2==Rdest) & regwBoolean, BOUT1);
Mux2_1 #(32) Amux2(AOUT1,FinalResult2, !branchBoolean & (R1==Rdest2) & regwBoolean2, AOUT);
Mux2_1 #(32) Bmux2(BOUT1,FinalResult2, !immediateBoolean & (R2==Rdest2) & regwBoolean2, BOUT);
endmodule 
module PC_condition(input logic clk, reset,branchBoolean,FlagW, 
							  input logic[2:0] Flagsin,
							  input logic [1:0] Cond_select,
							  output logic PC_select
);
	logic [2:0] Flags;
	logic CondBoolean;
	logic neg, zero, overflow;
	ff_enable #(3)flagff(clk, reset, FlagW,Flagsin[2:0], Flags);
		logic  ge;
		assign {neg, zero, overflow} = Flags;
		assign ge = (neg == overflow);
		always_comb begin
			case(Cond_select)
				2'b00: CondBoolean = ~zero & ge;  
				2'b01: CondBoolean = ge;  
				2'b10: CondBoolean = zero;  
				2'b11: CondBoolean = 1'b1;  
				default: CondBoolean = 1'bx;  
			endcase
			PC_select = CondBoolean & branchBoolean;
		end
endmodule
 module Mux2_1	#(parameter N = 32)	(input logic[N-1:0] r1, r2,
											input logic selector,
											output logic[N-1:0] result);
	always_comb
		case(selector)
			1'b0 : result = r1;
			1'b1 : result = r2;
			default : result = 'z;
		endcase
endmodule 
module ff_enable #(parameter n = 2)(input logic clk, reset, enable,
												 input logic [n-1:0] d,
												output logic [n-1:0] q);
	always_ff @(negedge clk, posedge reset)
		if (reset) q <= 0;
		else if (enable) q <= d;
endmodule 
```
==> results.yml <==
# implementation run metrics
cts:
  clock-sinks: 3
  clkTransAtPathRegs_ns: 0.05
  cts_buffers: 3
  ctsHoldBuffers: 0
  cts-root-buf: "clkbuf_16"
  cts_tree: "yes"
  htreeDepth: 1
  clockBufferDepth: 2
  clock_latency_ns: 0.30
job:
  max_cap_violations: 0
  openroad.warnings: 45
die:
  die-height_um: 350
  die_w_um: 350
  fp_util: 0.404
  ios: 220
  num_rows: 127
  core_area_um2: 120000
  chipArea_um2: 122000
routing:
  firstDrtPassIters: 6
  wl_um: 264000
  vias_per_cell: 5.56
  wire_per_inst_um: 24.6
  vias: 59500
  drc: 0
  drtIter0Drc: 4751
  ant_nets: 0
yosys:
  ys.flops: 3
  enable_flop_cells: 0
  netlist_instances: 6648
  avgSynthCellArea_um2: 7.28
  ys_warn_count: 7
  synth_cell_types: 100
  aoi_share: 0.226
  synthTopLogicFamily: "adder cells"
  top_area_frac: 0.194
  synthMuxAreaShare: 0.0337
  yosysChipArea_um2: 48400
  synthTopCellsByArea: "fa_1 (19%), ha_1 (17%), nand2_1 (6.1%)"
  ys_sh_adder: 0.367
  yosys.area_share.xor_xnor: 0.0754
  yosys.area_share.simple: 0.216
  postSynthSeqShare: 0.00155
  synthArstFlopShare: 1.00
  synth_area_um2: 48400
  yosys-stat-cells: 6648
  ff_type: "dfrtn_1"
  post-synth-top-area-cell: "fa_1"
final_timing:
  hold_ws_ns: 0.489
  report.final.slew_viol_count: 0
  tightest_slew_ns: 1.02
  slew-limit-headroom: 0.313
  setup_viol: 1
  rsz0062_at_grt: "true"
  setup_ws_ns: -66.92
  clock-skew-final_ns: 0
  hold_viol_final: 0
min_path:
  min_to: "pc_cond.flagff.q[2]"
  hold_path.startpoint: "pc_cond.flagff.q[2]"
  whs_path_depth: 1
  min_path_type: "reg2reg"
global_routing:
  antenna_found_initial: 18
  grt_pass1_wl_um: 378000
  grt.total_usage: 0.440
  grt_pass1_vias: 57500
  grt_max_degree: 50
  globalRouteOverflowTotal: 0
finish:
  top_register: "pc_cond.flagff.q"
  syn2layout_area_growth_pct: 50.2
  fill_cells: 10700
  reg_top3: "pc_cond.flagff.q: 3 flops"
  largest_register_ffs: 3
  final-comb-area_um2: 46600
  seq_area_um2: 75.1
  drive_gt1_frac: 0.341
critical_path:
  worst-setup-path-type: "in2reg"
  crit_cells: 418
  worst_setup_path_start_kind: "primary input"
  worstPathRequired_ns: 24.74
  critPathMaxStageDelay_ns: 0.53
  r2r-start: "pc_cond.flagff.q[0]"
  cp_common_cell: "o21a_1"
  crit_arrival_ns: 91.66
  r2r_slack_ns: 47.68
  cp_slowest_cell: "or4_1"
  r2r_cells: 2
  worstPathMaxFanout: 11
  endpoint_kind: "register"
  reg2reg_to: "pc_cond.flagff.q[0]"
  cp_num_buf_inv: 53
  path_delay_family: "AND-OR/OR-AND gates"
status:
  violations: "setup timing"
  outcome: "finished, violations left"
placement:
  gp_congestion: 1.13
  port_buffers: 219
  dpl.hpwl_um: 222000
==> layout by cell type (no fill, tap or decap), types with 22 or more instances in the layout <==
cell	count
buf_4	2465
nand2_1	768
nor2_1	673
inv_1	654
ha_1	653
fa_1	420
a21oi_1	361
o21ai_0	277
xnor2_1	267
nor3_1	224
clkdlybuf4s50_1	218
o21a_1	200
a21o_1	168
xor2_1	136
nand3_1	134
nand2b_1	77
mux2_2	71
or3_1	61
a31oi_1	60
a21oi_2	52
nand4_1	51
fa_2	49
nor2b_1	47
a31o_2	46
o21ai_1	46
nor4_1	43
or2_2	36
mux2i_1	36
o21bai_1	35
o211ai_1	32
a211oi_1	31
and3_1	31
o21ai_2	31
and2_1	30
inv_2	26
o31ai_1	24
buf_12	23
nor2_2	22
==> synth_stat cells (49+ instances only) <==
cell	n
xor2_1	137
nand2b_1	78
o21a_1	203
nand4_1	51
nand3_1	136
clkbuf_1	180
nor3_1	239
xnor2_1	267
a31oi_1	79
a21oi_1	418
nand2_1	781
ha_1	670
mux2_2	74
o21ai_0	348
nor2b_1	51
or3_1	69
nor4_1	49
fa_1	469
a21o_1	171
nor2_1	699
inv_1	660
==> worst max-delay path by stage <==
stage,end,slack (ns),start
CTS,pc_cond.flagff.q[0],-66.57,branchBoolean
finish,pc_cond.flagff.q[0],-66.92,branchBoolean
global route,pc_cond.flagff.q[0],-71.08,branchBoolean
==> per-layer routing <==
metal | GRT usage | vias up | wire, um
met5 | 0.00196 | - | 158
met2 | 0.635 | 2974 | 108000
met3 | 0.169 | 692 | 32900
met1 | 0.589 | 27900 | 106000
li1 | - | 27900 | -
met4 | 0.195 | 30 | 15700
==> area by class of cell <==
cell class | instances | share of cell area
multi-input combinational | 5674 | 0.640
timing repair buffer | 2723 | 0.294
inverter | 692 | 0.0357
tap | 1612 | 0.0277
clock buffer | 4 | 0.00108
sequential | 3 | 0.00103
antenna | 5 | 0.000172
==> timing repair <==
item | 4_1_cts | 5_1_grt
setup buffers | 53 | 41
resized | 159 | 163
setup endpoints to repair | 2 | 2
pin swaps | 101 | 183
gates cloned | 2 | 0
==> worst reg2reg max path, cell delays in order (launching register included) <==
cell and delay (ns):
dfrtn_1 0.48, o21ai_0 0.86, a21oi_1 0.08
==> per-stage QoR <==
step / instance area (um^2) / setup TNS, ns / worst slack (ns) / util / std cells
finish: 72700 / -66.92 / -66.92 / 0.606 / 10700
global placement: 70600 / -70.53 / -69.74 / 0.588 / 10600
detailed placement: 70600 / -71.32 / -70.51 / 0.588 / 10600
floorplan: 49500 / -67.41 / -67.41 / - / 6648
global route: 72700 / -71.08 / -71.08 / 0.606 / 10700
CTS: 71700 / -66.57 / -66.57 / 0.598 / 10700
==> kinds of logic after synthesis <==
family          count (synthesis)
simple gates                 2326
fa+ha+maj                    1139
buf+inv                       971
flops                           3
xor+xnor                      409
mux                           133
compound gates               1667

[/design/flow/run.sh]
#!/bin/bash
# OpenROAD 26Q1-2900-gdf79404cd8, Yosys 0.63+post, stock flow scripts
make -C /OpenROAD-flow-scripts/flow DESIGN_CONFIG=/design/flow/config.mk WORK_HOME=/design/flow/orfs finish
[/design/flow/config.mk]
export PLATFORM = sky130hd
export DESIGN_NAME = ID
export DESIGN_NICKNAME = ID
export VERILOG_FILES = /design/flow/design.v
export SDC_FILE = /design/flow/constraint.sdc
export NUM_CORES = 4
export LEC_CHECK = 1
export CORE_UTILIZATION = 40
[/design/flow/constraint.sdc]
current_design ID

set clk_period 29.0
set clk_io_pct 0.2

create_clock -name clk0 -period $clk_period [get_ports {clk}]

set non_clock_inputs [all_inputs -no_clocks]
set_input_delay [expr $clk_period * $clk_io_pct] -clock clk0 $non_clock_inputs
set_output_delay [expr $clk_period * $clk_io_pct] -clock clk0 [all_outputs]
[/design/flow/design.v]
module sumador_1b  (input logic  a, b, ci,
							output logic sum, co);
assign sum = (a ^ b) ^ ci;										 
assign co = (ci & b) | (a & b) | (ci & a);
endmodule 
module sumador_nb #(parameter N = 4) (input logic [N-1:0] a, b,
													input logic ci,
												  output logic [N-1:0] sum,
												  output logic co);
generate
	if (N==1) begin
	sumador_1b sum1b1 (a[0],b[0],ci,sum[0],co);
	end
	else begin
		genvar i;
		wire c [N-1:1];
		sumador_1b sum1b2 (a[0],b[0],ci,sum[0],c[1]);					
			for( i=1;i<N-1;i++) begin: gen_loop
				sumador_1b sum1b3 (a[i],b[i],c[i],sum[i],c[i+1]);
			end
		sumador_1b sum1b14 (a[N-1],b[N-1],c[N-1],sum[N-1],co);	
	end
endgenerate
endmodule
module Control_unit(input logic branchBoolean,immediateBoolean,
					input logic [2:0] Code,
					output logic  FlagW,regwBoolean, memwBoolean, MemrBoolean,Reg1_select,
					output logic [1:0] Imm_select, ALUControl);
	always_comb begin 
		Imm_select={branchBoolean,Code[2]};
		memwBoolean=0;
		regwBoolean=0;
		MemrBoolean=0;
		FlagW = 1'b0; 
		if (!branchBoolean) begin
			case(Code)
				3'b000: begin ALUControl = 2'b11;  end   
				3'b001: begin ALUControl = 2'b00; regwBoolean=1'b1; end  
				3'b010: begin ALUControl = 2'b01; regwBoolean=1'b1; end  
				3'b011: begin ALUControl = 2'b10; regwBoolean=1'b1;end  
				3'b100: begin 	ALUControl = 2'b11; regwBoolean=1'b1; end  
				3'b101: begin ALUControl = 2'b01; FlagW=1'b1; end  
				3'b110: begin ALUControl = 2'b11;  memwBoolean=1'b1; end  
				3'b111: begin ALUControl = 2'b11;  regwBoolean=1'b1; MemrBoolean=1'b1;  end 
				default: ALUControl = 2'bx; 
			endcase
			Reg1_select= MemrBoolean ^ regwBoolean;
		end
		else begin
			Reg1_select=0;
			ALUControl = (immediateBoolean) ? {1'b0,Code[2]} : 2'b11 ; 
		end
	end
endmodule 
module Extender(input logic [26:0] Instr,
					input logic [1:0] immediatetype,
					output logic [31:0] extendeddata);
	always_comb
	case(immediatetype)
	2'b00: extendeddata = {13'b0, Instr[22:4]};
	2'b01: extendeddata = {9'b0,Instr[22:0]};
	2'b10: extendeddata = {5'b0,Instr};
	2'b11: extendeddata = {5'b0,Instr};
	default: extendeddata = 32'bx; 
	endcase
endmodule 
module ID (input logic clk, reset,regwBooleanIn,
			  input logic [3:0] regselectordestIn,
			  input logic [31:0] PC, Instr, FinalResult,
			  output logic regwBooleanOut,FlagW, memwBoolean, MemrBoolean,branchBoolean,immediateBoolean,
			  output logic [31:0] A,B,
			  output logic [1:0] ALUControl, condition_select,
			  output logic [3:0] regselector1,regselector2,regselectordestOUT
);
assign branchBoolean=Instr[31];
assign immediateBoolean=Instr[27];
assign condition_select=Instr[29:28];
assign regselector2=Instr[22:19];
logic Reg1_select,coadd1;
logic [1:0] Imm_select;
logic [31:0] Immediate,PCPlus2 ;
logic [31:0] reg1data, reg2data;
Control_unit control (Instr[31],immediateBoolean,Instr[30:28],
					FlagW,regwBooleanOut, memwBoolean, MemrBoolean,Reg1_select,
					Imm_select,
					ALUControl);
Extender extend(Instr [26:0],
					Imm_select,
					Immediate);
Mux2_1 #(4) pcreg1(Instr[26:23], Instr[3:0], Reg1_select , regselector1);		
Mux2_1 #(4) pcdest(Instr[26:23], Instr[22:19], MemrBoolean , regselectordestOUT);
sumador_nb #(32) sump2(PC, 32'd2,1'b0, PCPlus2, coadd1);
Register_File rf(clk, regwBooleanIn, regselector1,regselector2,regselectordestIn, FinalResult,PCPlus2, reg1data,  reg2data);
Mux2_1 #(32) Amux(reg1data, PC, branchBoolean, A);
Mux2_1 #(32) Bmux(reg2data, Immediate, immediateBoolean, B);
endmodule 
module Register_File(input logic clk, regwBoolean,
							input logic [3:0] regselector1, regselector2, rwselector,
							input logic [31:0] rwdata,PCPlus2,
							output logic [31:0] rdata1, rdata2);
	logic [31:0] register[14:0];
	always_ff @(negedge clk)
		if (regwBoolean) register[rwselector] = rwdata;
		assign rdata1 = register[regselector1];
		assign rdata2 = (regselector2== 4'b1111) ? PCPlus2 : register[regselector2];
endmodule 
 module Mux2_1	#(parameter N = 32)	(input logic[N-1:0] r1, r2,
											input logic selector,
											output logic[N-1:0] result);
	always_comb
		case(selector)
			1'b0 : result = r1;
			1'b1 : result = r2;
			default : result = 'z;
		endcase
endmodule 
==> metrics.cfg <==
[synth]
ff_type = edfxtp_1
synth_seq_share_pct = 58.7
yosysChipArea_um2 = 24600
ys_ff = 480
area_leaders = edfxtp_1 (59%), mux4_2 (12%), mux2i_1 (5.6%), mux2_2 (4.3%), nand2_1 (1.7%)
top_cell_area_share_pct = 58.7
avgSynthCellArea_um2 = 15.1
top_area_cell = edfxtp_1
synth_area_um2 = 24600
synth-async-reset-ratio_pct = 0
synth_cell_type_count = 48
ys_cells = 1623
synth_cells = 1623
yosys_warnings = 7
synth-edff-count = 480

[timing]
finalMaxSlewViolations = 0
maxSlewHeadroom_pct = 29.4
hold_viol = 0
worstMarginPinSlew_ns = 1.05
setup_viol = 0
setup_tns_ns = 0
rsz0062_at_grt = no

[worst_hold_path]
holdPathStages = 2
worst_hold_path.endpoint = regselector2[0]
min_path_type = primary input to output pin
hold_start = Instr[19]

[grt]
grt_first_pass_wirelength_um = 117000
grt_pass1_vias = 19800
grt_max_degree = 94
antenna_found_initial = 4
overflow = 0
track_usage_pct = 28.1

[finish]
drive_above_1_share_pct = 18.3
fill_cells = 4821
largest_register_ffs = 480
area_growth_pct = 25.3

[placed_design]
hpwl_um = 44600
gp_congestion = 0.849
portBuffers = 187

[route]
vias = 17700
vias_per_cell = 5.77
postRouteWirelength_um = 80500
drcViolationCount = 0
routedWlPerCell_um = 26.2
drtAntennaViolNets = 0
n_antenna_cell = 0
drt_pass1_iterations = 7
drtIter0Drc = 1022

[floorplanning]
ios = 189
core_area_um2 = 60500
die_area_um2 = 62400
die_w_um = 250
die_h_um = 250
fp_util_pct = 40.6
rows = 90

[clocking]
cts_made_buffers = 53
clock_path_buffers = 3
path_clk_slew_ns = 0.03
cts_resized = 0
cts_root_buffer = clkbuf_16
cts_htree_levels = 2
cts_hold_buf = 0
clock_sink_count = 480
post_cts.repair.setup_buffers = 0
cts_tree = yes

[power]
p_leak_nw = 12.3
power.density_nw_per_um2 = 63.6
finalPower_w = 0.00196
ir_worst_vdd_v = 0.0000434

[setup_path]
worstPathRequired_ns = 23.20
crit_type = flip-flop to output pin
worst_ep_arrival_time_ns = 17.60
critPathMaxFanout = 2
critPathCaptureType = output pin
crit_path_start_kind = flip-flop

[flow_run]
tool_warnings = 509
cap_viol_max_count = 0

[status]
status = completed

==> per-stage QoR <==
| step | instances | cell area, um^2 | setup WS [ns] | hold slack, ns | util [%] |
|---|---|---|---|---|---|
| 5_1_grt | 3069 | 30800 | 5.46 | 12.48 | 50.9 |
| 4_1_cts | 3069 | 30800 | 5.52 | 12.44 | 50.9 |
| 6_report | 3069 | 30800 | 5.60 | 12.44 | 50.9 |
| 3_5_place_dp | 2494 | 27200 | 6.20 | 12.43 | 45.1 |
| 3_3_place_gp | 2494 | 27200 | 6.20 | 12.44 | 45.1 |
| 2_1_floorplan | 1623 | 24600 | 5.52 | 11.67 | - |
==> area by class of cell <==
cell class	count	area (um^2)	area share [%]
Tap cell	782	978	3.18
Sequential cell	480	14400	46.8
Clock buffer	55	1380	4.47
Timing Repair Buffer	236	2240	7.27
Multi-Input combinational cell	989	9580	31.1
Inverter	6	30.0	0.0976
Clock inverter	521	2150	7.00
==> kinds of logic (layout without fill, tap and decap cells) <==
kind of cell	after synthesis	after routing	synth area share (%)
xor gates and xnor gates	2	2	0.102
AOI/OAI and AO/OA	295	295	8.72
DFF	480	480	58.7
muxes	367	367	22.0
buffers and inverters	154	818	3.00
adders and majority gates	33	33	1.68
and+or+nand+nor	292	292	5.80
==> worst max-delay path, stage by stage (launching register included) <==
cell	delay, ns
edfxtp_1	0.38
mux4_2	0.48
mux4_2	0.46
a211oi_1	0.60
a31oi_1	0.11
clkdlybuf4s50_1	0.44
==> per-layer routing <==
metal  part of all wire, %  routed length (um)  track usage, %
met5                 0.094                  76           0.772
met4                   2.6                2080            10.5
met3                    17               13500            22.2
met2                    45               36200            38.3
met1                    35               28500            33.9
==> cells in the final DEF, fill, tap and decap left out, types with 5 or more instances in the layout <==
cell	netlist	routed
and2_1	21	21
and3_1	31	30
nand3b_1	7	7
mux2_2	94	94
mux2i_1	137	136
o221a_2	28	28
a221oi_1	31	31
nand3_1	78	78
a211oi_1	52	52
o21a_1	15	15
inv_1	6	500
a31oi_1	19	19
nand2_1	114	114
edfxtp_1	480	480
a21oi_1	30	25
nor2_4	0	11
mux2_1	8	8
clkinvlp_2	0	14
o21ai_0	74	74
bufinv_16	0	6
nor2_1	17	5
clkdlybuf4s50_1	0	181
o221ai_1	32	32
clkbuf_16	0	55
buf_4	12	50
ha_1	33	33
mux4_2	128	128
==> Yosys cell counts (4+ instances only) <==
library cell,number
a221oi_1,31
o21a_1,15
edfxtp_1,480
and2_1,21
o221ai_1,32
mux2_2,94
buf_6,11
or3_1,4
a21oi_1,30
a211oi_1,52
o221a_2,28
o21ai_0,74
clkbuf_1,83
mux2_1,8
o221a_1,4
ha_1,33
nor2_1,17
a21o_1,4
nand3_1,78
inv_1,6
buf_4,12
buf_1,16
nand3b_1,7
mux4_2,128
nand2_1,114
nor3_1,5
a31oi_1,19
and3_1,31
buf_2,25
mux2i_1,137
==> report_power, final <==
part / leakage (nW) / internal (W) / switching [W]
registers: 4.34 / 0.000785 / 0.00000533
clock network: 3.43 / 0.000483 / 0.000430
logic: 4.57 / 0.000116 / 0.000138
==> worst max-delay path by stage <==
stage	startpoint	to	slack, ns	depth (start not counted)
6_report	rf.register[2][11]$_DFFE_NP_	B[11]	5.60	5
5_1_grt	rf.register[0][11]$_DFFE_NP_	B[11]	5.46	5
4_1_cts	rf.register[2][11]$_DFFE_NP_	B[11]	5.52	5
No activity file was given, so power comes from the tool's default toggle rates.
